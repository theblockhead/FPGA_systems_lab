$ cat flow/config.mk
export PLATFORM = sky130hd
export DESIGN_NAME = debounce
export DESIGN_NICKNAME = debounce
export VERILOG_FILES = /design/flow/design.v
export SDC_FILE = /design/flow/constraint.sdc
export NUM_CORES = 4
export LEC_CHECK = 1
export CORE_AREA = 10 10 96 96
export DIE_AREA = 0 0 106 106
$ cat flow/constraint.sdc
current_design debounce

set clk_period 2.9
set clk_io_pct 0.2

create_clock -name clk0 -period $clk_period [get_ports {clk}]

set non_clock_inputs [all_inputs -no_clocks]
set_input_delay [expr $clk_period * $clk_io_pct] -clock clk0 $non_clock_inputs
set_output_delay [expr $clk_period * $clk_io_pct] -clock clk0 [all_outputs]
$ cat flow/design.v
module debounce (
  input wire clk,       
  input wire btn_in,     
  output reg btn_out    
);
parameter DEBOUNCE_LIMIT = 250000; 
reg [17:0] count = 0;   
reg btn_state = 0;
always @(posedge clk) begin
  if (btn_in != btn_state) begin
    count <= count + 1;
    if (count >= DEBOUNCE_LIMIT) begin
      btn_state <= btn_in;
      btn_out <= btn_in;
      count <= 0;
    end
  end else begin
    count <= 0;
  end
end
endmodule
$ cat flow/run.sh
#!/bin/bash
# OpenROAD 26Q1-2900-gdf79404cd8, Yosys 0.63+post, stock flow scripts
make -C /OpenROAD-flow-scripts/flow DESIGN_CONFIG=/design/flow/config.mk WORK_HOME=/design/flow/orfs finish
==> results.txt <==
yosys + openroad results -> Seq cells post-synth=20, max-slew violations=0, filler instances=821, first-pass GRT wire length=2830 um, multi-input logic area=444 sq um, largest area contributor in the netlist=dfxtp_1, die span in x=106 um, GRT met2 Usage=4.46%, Leakage Power=0.000315 uW, cell total in the yosys stat output=105, Tot Pwr=506 uW, vias=691, top cells by count=nor2_1 (21), dfxtp_1 (18), xnor2_1 (12), DR vias/cell=3.34, hold buffer count at CTS=0, Synth Area per Inst=8.71 sq um, met1 Track Usage GR=3.69%, Residual DRC=0, critical path endpoint category=flip-flop, clock share of power=40.4%, Post-CTS Resized=0, Max Buffers Root-to-Sink=2, Final min period=1.85 ns, mux share=0%, RSZ-0062 raised after global routing=no, WP data required=3.09 ns, Simple-Gate Area Share=25.6%, EDFF count, synth=2, Init Core Util=12.7%, unique cell type count in the Yosys netlist=26, met3 GRT Util=1.53%, drt wl/cell=7.55 um, YS warnings=1, Worst Max-Slew Pin Slew=0.534 ns, Die Area=11200 sq um, Final setup viols=0, starting DRC count in detailed routing=34, Worst Path Arrival=2.04 ns, H-tree levels=1, core footprint=7210 sq um, clock latency at the later pin of the worst-skew pair=0.25 ns, CTS tree=built, Port Buffers=2, yosys xor share=13.4%, initial antenna violation count=0, Largest type area fraction=39.4%, Final ANT Viol Nets=0, internal power=409 uW, Synth Flop Type=dfxtp_1, top comb family, area=simple AND/OR/NAND/NOR gates, fmax=0.539 GHz, Post-synth ARST share=0%, clock sink count=20, GR Overflow Total=0, layout cells sized above 1=6.48%, diode count=0, switching share of total power=19.1%, Post CTS Setup Buffer Count=0, Gate power share=3.0%, Max-Cap Viols=0, hpwl dp=1130 um, cell with the most instances after synthesis=nor2_1, CP Class=flip-flop to flip-flop, adder share=2.74%, Flop pwr share=56.7%, final wirelength=1560 um, vias in the first global route=676, chip area in the Yosys report=915 sq um, Final Hold Fails=0, Largest cells by area=dfxtp_1 (39%), xnor2_1 (11%), nor2_1 (8.6%), edfxtp_1 (6.6%), nor4_1 (4.1%), area growth from synthesis to layout=20.0%, largest net degree at the start of global routing=19, Cell Area, Synth=915 sq um, clk_skew=0.00278 ns, root buffer cell=clkbuf_8, worst IR drop on VDD=222 uV, Synth Seq Share=46.0%, crit start category=flip-flop, Reg area=420 sq um, Post-Synth AOI/OAI Area=6.84%, Top Usage Layer GRT=met2, tool warning count=27, setup ws final=1.05 ns, worst min path class=flip-flop to flip-flop, Crit Path Max Fanout=6, Chip Height=106 um, status=complete, no violations, GPL Wtd Cong=0.836, row cnt=31, Psw=96.9 uW, Rel. slew slack=64.0%, GR Util All Layers=2.91%, P per Cell Area=461 nW/um^2, cell count after synthesis=105, io pins=3, pre-CTS WS=1.04 ns, clock slew at reported path FFs=0.07 ns, Final TNS setup=0 ns, drt first pass iters=4, total CTS buffers=3, cycle use final=63.9%
-- metrics by stage --
| stage | utilization [%] | std cells | hold WS (ns) | instance area [sq um] |
|---|---|---|---|---|
| after global routing | 15.2 | 207 | 0.521 | 1100 |
| after floorplan | - | 105 | 0.437 | 915 |
| after detailed placement | 14.4 | 203 | 0.475 | 1040 |
| final | 15.2 | 207 | 0.487 | 1100 |
| after global placement | 14.4 | 203 | 0.469 | 1040 |
| after CTS | 15.2 | 207 | 0.487 | 1100 |
-- final cells by class --
type	instances	share of cell area [%]
timing repair buffer	2	1.82
multi-input combinational	73	40.5
sequential	20	38.3
clock buffer	4	5.02
inverter	9	3.08
tap	99	11.3
-- path summary, 6_finish.rpt --
| check | slack (ns) | start | cells after the start | end |
|---|---|---|---|---|
| setup / recovery | 1.05 | count[0] | 5 | count[16] |
| hold / removal | 0.49 | count[16] | 2 | count[16] |
| setup reg to reg | 1.05 | count[0] | 5 | count[16] |
| hold reg to reg | 0.49 | count[16] | 2 | count[16] |
-- critical path, cell delays in order (launching register included) --
cell	delay (ns)
dfxtp_1	0.41
ha_1	0.23
nand2_1	0.16
or4_1	0.54
or3_1	0.32
a21oi_1	0.14
-- placed cells by master (no fill, tap or decap), types with 2 or more instances in the layout --
cell             instances
nor4_1                   6
xor2_1                   2
clkdlybuf4s50_1          2
dfxtp_1                 18
a21oi_1                  2
nand4_1                  3
xnor2_1                 12
edfxtp_1                 2
nand3_1                  7
nand2_1                  3
a31o_2                   2
ha_1                     2
clkbuf_8                 4
nor2_1                  21
inv_1                    9
nor3_1                   4
-- sequential cells by signal (all words and copies together) (netlist names) --
register   flops
count         18
btn_out        1
btn_state      1
-- kinds of logic after synthesis --
family          Yosys count
xor+xnor                 14
flops                    20
fa+ha+maj                 2
buf+inv                  12
compound gates            9
simple gates             48
-- power groups by stage --
stage     clock, uW  sequential [uW]  combinational, uW
4_1_cts         212              287               15.4
5_1_grt         223              287               17.6
6_report        204              287               14.9
-- per-layer routing --
layer | share of wire [%] | up-vias
met5 | 0 | -
met2 | 42 | 6
met4 | 0 | 0
met1 | 52 | 322
li1 | - | 363
met3 | 6.3 | 0
Power figures rest on the tool's default switching activity, not on a simulated workload.
